<file path="flow/config.mk">
export PLATFORM = sky130hd
export DESIGN_NAME = board_tp
export DESIGN_NICKNAME = board_tp
export VERILOG_FILES = /design/flow/design.v
export SDC_FILE = /design/flow/constraint.sdc
export NUM_CORES = 4
export LEC_CHECK = 1
export CORE_AREA = 10 10 71 71
export DIE_AREA = 0 0 81 81
</file>
<file path="flow/constraint.sdc">
current_design board_tp

set clk_period 3.6
set clk_io_pct 0.2

create_clock -name clk0 -period $clk_period

set non_clock_inputs [all_inputs -no_clocks]
set_input_delay [expr $clk_period * $clk_io_pct] -clock clk0 $non_clock_inputs
set_output_delay [expr $clk_period * $clk_io_pct] -clock clk0 [all_outputs]
</file>
<file path="flow/design.v">
module board_tp(
  input logic clk,
  input logic rst,
  input logic sw0, sw1, sw2, sw3, sw4, sw5, sw6, sw7, sw8, sw9,
  output logic [11:0] LedBar0,
  output logic [6:0]  SevenSeg0,
  output logic [6:0]  SevenSeg1,
  output logic [6:0]  SevenSeg2,
  output logic [6:0]  SevenSeg3,
  output logic [6:0]  SevenSeg4,
  output logic [6:0]  SevenSeg5
  ) ;
  dut dut_i(
    .clk   (   clk                                                ) ,
    .reset (   rst                                                ) ,
    .sw    ( { sw9, sw8, sw7, sw6, sw5, sw4, sw3, sw2, sw1, sw0 } ) ,
    .leds  (   LedBar0                                            ) ,
    .hex0  (   SevenSeg0                                          ) ,
    .hex1  (   SevenSeg1                                          ) ,
    .hex2  (   SevenSeg2                                          ) ,
    .hex3  (   SevenSeg3                                          ) ,
    .hex4  (   SevenSeg4                                          ) ,
    .hex5  (   SevenSeg5                                          )
  ) ;
endmodule
module dut (
    input  logic        clk   ,
    input  logic        reset ,
    input  logic [9:0]  sw    ,
    output logic [11:0] leds  ,
    output logic [6:0]  hex0  ,
    output logic [6:0]  hex1  ,
    output logic [6:0]  hex2  ,
    output logic [6:0]  hex3  ,
    output logic [6:0]  hex4  ,
    output logic [6:0]  hex5
  );
  logic signed [3:0] a;
  always@(*)
    a<=sw[3:0];
  dec7seg i_dec7seg0(a,hex0);
  logic signed [3:0] b;
  always@(*)
    b<=sw[7:4];
  dec7seg i_dec7seg1(b,hex1);
  logic signed [4:0] res;  
  always@(*)
    res<=a+b;
  dec7seg i_dec7seg2(res[3:0],hex2);
  dec7seg i_dec7seg3({3'b0,res[4]},hex3);
endmodule
module dec7seg(input logic[3:0] E,
               output logic[6:0] SevenSeg0);
  always@(*)
case(E)
    4'b0000 : SevenSeg0 <= 7'b1000000;
    4'b0001 : SevenSeg0 <= 7'b1111001;
    4'b0010 : SevenSeg0 <= 7'b0100100;
    4'b0011 : SevenSeg0 <= 7'b0110000;
    4'b0100 : SevenSeg0 <= 7'b0011001;
    4'b0101 : SevenSeg0 <= 7'b0010010;
    4'b0110 : SevenSeg0 <= 7'b0000010;
    4'b0111 : SevenSeg0 <= 7'b1111000;
    4'b1000 : SevenSeg0 <= 7'b0000000;
    4'b1001 : SevenSeg0 <= 7'b0010000;
    4'b1010 : SevenSeg0 <= 7'b0001000;
    4'b1011 : SevenSeg0 <= 7'b0000011 ;
    4'b1100 : SevenSeg0 <= 7'b0000110 ;
    4'b1101 : SevenSeg0 <= 7'b0100001 ;
    4'b1110 : SevenSeg0 <= 7'b0000110 ;
    4'b1111 : SevenSeg0 <= 7'b0001110 ;
  endcase
endmodule
</file>
<file path="flow/run.sh">
#!/bin/bash
# OpenROAD 26Q1-2900-gdf79404cd8, Yosys 0.63+post, stock flow scripts
make -C /OpenROAD-flow-scripts/flow DESIGN_CONFIG=/design/flow/config.mk WORK_HOME=/design/flow/orfs finish
</file>
==> flow_summary.rst <==
Metrics
=======

.. list-table::
   :header-rows: 1

   * - Metric
     - Value
   * - DPL Wire Length
     - 2550 um
   * - Syn avg cell area
     - 7.55 um2
   * - Count of warnings emitted by yosys
     - 28
   * - Number of endpoints with negative hold slack in the final report
     - 0
   * - Area of the die
     - 0.00656 mm2
   * - Number of top-level design ports
     - 66
   * - Initial antenna violation count
     - 0
   * - Effective utilization at floorplan
     - 32.8%
   * - Post-synthesis simple-gate area fraction
     - 17.4%
   * - CP Data Required Time
     - 2880 ps
   * - Global routing met3 resource utilization
     - 0.780%
   * - Area growth syn-to-layout
     - 44.3%
   * - Data arrival time of the critical path
     - 2770 ps
   * - Row count
     - 22
   * - Global route total overflow
     - 0
   * - Global-route wire length before repair
     - 4580 um
   * - Maximum clock frequency
     - 286 MHz
   * - Leakage power summed over all cells
     - 0.000875 uW
   * - Flip-flop and latch area
     - 0 um2
   * - Power Total
     - 291 uW
   * - Peak VDD IR
     - 56.8 uV
   * - Total inserted antenna cells
     - 0
   * - Start point of the critical path
     - sw0
   * - Met1 track demand over resource
     - 10.4%
   * - Routed wire length
     - 2920 um
   * - Status
     - finished clean
   * - Y dimension of the die
     - 81 um
   * - Count of antenna-violating nets left after detailed routing
     - 0
   * - Adders+Majority by Area
     - 25.8%
   * - Horiz. Die Dim
     - 81 um
   * - Total of buffers placed on input and output ports
     - 33
   * - Overall track demand over capacity in global routing
     - 8.23%
   * - WL per Instance
     - 11.2 um
   * - Max-capacitance violation count
     - 0
   * - Biggest fanout along the worst timing path
     - 3
   * - Critical Path End
     - SevenSeg2[0]
   * - Registers
     - 0
   * - Kind of path behind the tightest hold check
     - in2out
   * - Length of the first detailed-routing pass in iterations
     - 4
   * - Share of synthesized area spent on multiplexers
     - 13.9%
   * - Post-route worst hold slack
     - 2090 ps
   * - Kind of critical path
     - in2out
   * - Count of warning messages emitted by the tools
     - 52
   * - AND-OR/OR-AND share of the synthesized area
     - 14.5%
   * - Final min period
     - 3490 ps
   * - Netlist area before placement
     - 0.00119 mm2
   * - Vias per cell
     - 4.20
   * - Cell variety after synth
     - 35
   * - Crit path launch type
     - input pin
   * - Area figure in the yosys stat output
     - 0.00119 mm2
   * - Unrepaired setup endpoints after global routing
     - false
   * - Iteration-0 DRC Markers
     - 36
   * - Number of clock buffer instances in the layout
     - 0
   * - Power density over cell area
     - 169 mW/mm2
   * - Buffer count from post-CTS setup fixing
     - 0
   * - Final Util
     - 47.3%
   * - Final weighted congestion of routability-driven global placement
     - 0.815
   * - Endpoint type of the worst setup path
     - output port
   * - XOR/XNOR Area Share
     - 1.47%
   * - Pin count of the biggest net entering global routing
     - 13
   * - Portion of the post-synthesis area used by sequential elements
     - 0%
   * - Worst hold path depth
     - 6
   * - Logic family by area
     - buffers and inverters
   * - Total via count in the routed design
     - 1097
   * - Hold buffer count at CTS
     - 0
   * - Max-slew violation count
     - 0
   * - Core ar.
     - 0.00363 mm2
   * - Share of final-layout standard cells stronger than drive strength 1
     - 26.3%
   * - DRC
     - 0
   * - # Cells Yosys
     - 158
   * - Synthesized instance count
     - 158
   * - Number of global-route vias before repair
     - 1039
   * - Met2 usage
     - 15.6%
   * - Sum Neg Setup Slack
     - 0 ps
   * - Count of final setup violators
     - 0
   * - Global routing's busiest layer
     - met2
   * - Final period utilization
     - 97.0%
-- cell families after synthesis --
| family | count (synthesis) |
|---|---|
| buffers and inverters | 49 |
| and+or+nand+nor | 41 |
| AOI/OAI and AO/OA | 26 |
| adders and majority gates | 24 |
| muxes | 14 |
| xor gates and xnor gates | 2 |
| other | 2 |
-- critical path, stage by stage --
cell and delay, ps:
sky130_fd_sc_hd__buf_2 120, sky130_fd_sc_hd__ha_4 130, sky130_fd_sc_hd__inv_1 50, sky130_fd_sc_hd__fa_2 610, sky130_fd_sc_hd__inv_2 60, sky130_fd_sc_hd__buf_4 140
sky130_fd_sc_hd__ha_2 200, sky130_fd_sc_hd__buf_4 130, sky130_fd_sc_hd__o21ai_1 130, sky130_fd_sc_hd__mux2i_1 80, sky130_fd_sc_hd__clkdlybuf4s50_1 410
-- repair_timing --
action / in CTS / in global routing
pin swaps: 3 / 1
resized: 27 / 6
setup endpoints to repair: 7 / 5
-- synthesized netlist by cell type, types with 2 or more instances --
master,instances,area [um2]
sky130_fd_sc_hd__a21o_2,2,17.5
sky130_fd_sc_hd__a21oi_1,7,35.0
sky130_fd_sc_hd__a22o_1,2,17.5
sky130_fd_sc_hd__a32o_1,2,20.0
sky130_fd_sc_hd__buf_2,2,10.0
sky130_fd_sc_hd__buf_4,32,240
sky130_fd_sc_hd__clkbuf_1,3,11.3
sky130_fd_sc_hd__conb_1,2,7.51
sky130_fd_sc_hd__ha_1,23,288
sky130_fd_sc_hd__inv_1,11,41.3
sky130_fd_sc_hd__mux2i_1,12,120
sky130_fd_sc_hd__mux4_2,2,45.0
sky130_fd_sc_hd__nand2_1,10,37.5
sky130_fd_sc_hd__nand2b_1,2,12.5
sky130_fd_sc_hd__nor2_1,15,56.3
sky130_fd_sc_hd__nor2b_1,2,12.5
sky130_fd_sc_hd__nor4_1,2,12.5
sky130_fd_sc_hd__o21ai_0,7,35.0
sky130_fd_sc_hd__o22ai_1,2,12.5
sky130_fd_sc_hd__or3_1,2,12.5
sky130_fd_sc_hd__or3b_2,2,17.5
-- cells in the final DEF, fill, tap and decap left out, drive strengths merged, types with 2 or more instances in the layout --
cell | synthesis | final
nand2b | 2 | 2
nand2 | 10 | 10
or3 | 2 | 2
a22o | 2 | 2
ha | 23 | 23
or3b | 2 | 2
inv | 11 | 11
a21o | 2 | 2
buf | 35 | 35
a21oi | 7 | 7
o21ai | 7 | 7
nor2 | 15 | 15
mux4 | 2 | 2
conb | 2 | 29
nor2b | 2 | 2
clkdlybuf4s50 | 0 | 25
mux2i | 12 | 12
a32o | 2 | 2
o22ai | 2 | 2
dlygate4sd2 | 0 | 5
nor4 | 2 | 2
-- per-stage QoR --
step | instances | instance area [um2] | setup WS, ps
after floorplan | 185 | 1290 | 439
after global placement | 261 | 1660 | -511
after detailed placement | 261 | 1660 | -520
after CTS | 261 | 1710 | 65.8
after global routing | 261 | 1720 | 1.53
final | 261 | 1720 | 108
-- report_power, final --
part	internal, uW	total (uW)	switching [uW]
logic	178	291	113
registers	0	0	0
clock network	0	0	0
total	178	291	113
-- how the worst min path moves through the flow --
stage | startpoint | to
4_1_cts | sw0 | SevenSeg0[4]
5_1_grt | sw4 | SevenSeg2[4]
6_report | sw4 | SevenSeg2[4]
-- per-layer routing --
layer,vias to the layer above,part of all wire [%]
met5,-,0
met4,0,0
met3,0,6.7
met2,32,50
met1,481,43
li1,584,-
-- area by class of cell --
class,count,area (um2)
Inverter,11,41.3
Fill cell,354,1910
Tap cell,48,60.1
Multi-Input combinational cell,136,1050
Timing Repair Buffer,66,564
Power is estimated from default activity; no workload was simulated.
