--- flow/constraint.sdc ---
current_design ram

set clk_period 26.1
set clk_io_pct 0.2

create_clock -name clk0 -period $clk_period [get_ports {clk}]

set non_clock_inputs [all_inputs -no_clocks]
set_input_delay [expr $clk_period * $clk_io_pct] -clock clk0 $non_clock_inputs
set_output_delay [expr $clk_period * $clk_io_pct] -clock clk0 [all_outputs]
--- flow/run.sh ---
#!/bin/bash
# OpenROAD 26Q1-2900-gdf79404cd8, Yosys 0.63+post, stock flow scripts
make -C /OpenROAD-flow-scripts/flow DESIGN_CONFIG=/design/flow/config.mk WORK_HOME=/design/flow/orfs finish
--- flow/config.mk ---
export PLATFORM = sky130hd
export DESIGN_NAME = ram
export DESIGN_NICKNAME = ram
export VERILOG_FILES = /design/flow/design.v
export SDC_FILE = /design/flow/constraint.sdc
export NUM_CORES = 4
export LEC_CHECK = 1
export CORE_UTILIZATION = 40
--- flow/design.v ---
`default_nettype none
module registre #(parameter width=4) (input logic clk, input logic [width-1:0]D, input logic LOAD, output logic [width-1:0]Q) ;
  always @(posedge clk) if(LOAD) Q <= D ;
endmodule
module processeur(input logic clk,
                  input logic reset_n,
                  output logic WRITE,
                  output logic [7:0] ADDR,
                  output logic [7:0] DOUT,
                  input logic [7:0] DIN) ;
  PC u_PC(.clk(clk), .reset_n(reset_n), .PC(ADDR)) ;
  logic Load_I ;
  logic [7:0] I;
  registre #(.width(8))  reg_I(.clk(clk), .D(DIN), .Q(I), .LOAD(Load_I)) ;
  logic Load_op1 ;
  logic [7:0] Op1;
  registre #(.width(8))  reg_Op1(.clk(clk), .D(DIN), .Q(Op1), .LOAD(Load_op1)) ;
  logic Load_op2 ;
  logic [7:0] Op2;
  registre #(.width(8))  reg_Op2(.clk(clk), .D(DIN), .Q(Op2), .LOAD(Load_op2)) ;
  ALU u_ALU(.I(I),
            .Op1(Op1),
            .Op2(Op2),
            .ALU_out(DOUT)) ;
  CTRL u_CTRL(.clk(clk),
              .reset_n(reset_n),
              .Load_I(Load_I),
              .Load_op1(Load_op1),
              .Load_op2(Load_op2),
              .WRITE(WRITE));
endmodule
module board(input logic clk,
             input logic reset_n,
             output logic [7:0] LedBar) ;
  logic [7:0] RAM_ADDR ;
  logic [7:0] RAM_DIN ;
  logic [7:0] RAM_DOUT ;
  logic RAM_WRITE ;
  ram u_ram(.clk(clk), .ADDR(RAM_ADDR), .D(RAM_DIN), .Q(RAM_DOUT), .WRITE(RAM_WRITE)) ;
  processeur u_proc(.clk(clk), .reset_n(reset_n),  .ADDR(RAM_ADDR), .DIN(RAM_DOUT), .DOUT(RAM_DIN), .WRITE(RAM_WRITE)) ;
  always@( *) LedBar <= RAM_ADDR ;
endmodule
localparam ADD = 8'b0000_0100;
localparam SUB = 8'b0000_0110;
localparam XOR = 8'b0000_0001;
localparam AND = 8'b0000_0010;
localparam  OR = 8'b0000_0011;
localparam LDA = 8'b0000_1010;
localparam STA = 8'b0000_1011;
localparam NOP = 8'b0000_0000;
localparam OUT = 8'b0000_1100;
localparam ADC = 8'b0000_0101;
localparam SBC = 8'b0000_0111;
localparam ROL = 8'b0000_1000;
localparam ROR = 8'b0000_1001;
localparam JMP = 8'b0000_1101;
localparam JNC = 8'b0000_1110;
localparam JNZ = 8'b0000_1111;
module ram (input logic [7:0] ADDR,
           input logic [7:0] D,
           output logic [7:0]Q,
           input logic clk,
           input logic WRITE );
  logic [7:0] memoire [0:255] ;
  initial begin
     memoire[0] = ADD ;           
     memoire[1] = 8'd3 ;          
     memoire[2] = 8'd4 ;          
     memoire[4] = SUB ;           
     memoire[5] = 8'd12 ;         
     memoire[6] = 8'd8  ;         
  end
  always @(negedge clk)
    if(WRITE) memoire[ADDR] <= D ;
  always @(negedge clk)
    Q <= memoire[ADDR] ;
endmodule
==> impl_table.tex <==
% Implementation results table
\begin{tabular}{lr}
\hline
Metric & Value \\
\hline
\multicolumn{2}{l}{\textbf{Final layout}} \\
Top logic cell by instance count in the layout & sky130\_fd\_sc\_hd\_\_inv\_1 \\
Synth-to-Final Area Change & 23.9\% \\
Number of filler instances in the final layout & approximately 15000 \\
Non-filler cells, final & 8593 \\
Final instance area & 0.0972 mm² \\
Most numerous logic cells after layout & sky130\_fd\_sc\_hd\_\_inv\_1, sky130\_fd\_sc\_hd\_\_edfxtp\_1, sky130\_fd\_sc\_hd\_\_mux4\_2 \\
Share of post-route cells with drive strength above 1 & 17.6\% \\
\multicolumn{2}{l}{\textbf{Run}} \\
Max-cap violations & 0 \\
Total tool warning count & 1033 \\
\multicolumn{2}{l}{\textbf{Global route}} \\
GR Overflow Total & 0 \\
All-Layer GR Usage & 22.3\% \\
Number of antenna violations at the first check in global routing & 4 \\
Maximum number of pins on one net before global-route repair & 124 \\
Wire length of the first global-routing pass & 293 mm \\
Via count of the first global-routing pass & approximately 51000 \\
\multicolumn{2}{l}{\textbf{Route}} \\
DRC violations left & 0 \\
Length of the first detailed-routing pass in iterations & 6 \\
Post-Route WL & 197 mm \\
Antenna Nets Post-Route & 0 \\
Average wire length per cell after detail routing & 22.9 µm \\
Post-detailed-route via-to-cell ratio & 5.10 \\
Drt initial violations & about 2600 \\
Count of vias placed by the detailed router & 43800 \\
\multicolumn{2}{l}{\textbf{Synth}} \\
Number of cells in the yosys synthesis report & 3548 \\
Post-synth area from yosys stat & slightly below 0.08 mm² \\
Synth flops & 2056 \\
Summed instance area of the synthesized netlist & 0.0785 mm² \\
Post-synthesis cell type count & 22 \\
Post-synthesis sequential area ratio & 78.6\% \\
Synth Area per Inst & around 22 µm² \\
Synth Instances & 3548 \\
Number of warnings reported in the yosys synthesis log & 1 \\
\multicolumn{2}{l}{\textbf{Place}} \\
Placed wire-length estimate after detailed placement & between 100 and 150 mm \\
Placer's final routability congestion estimate & 0.863 \\
Placed standard-cell area & 0.0825 mm² \\
Placement Setup Slack & 3.16 ns \\
Count of port buffers added during placement & 25 \\
Number of placed cells counting well taps & 6150 \\
\multicolumn{2}{l}{\textbf{Clock tree}} \\
Number of gates resized after CTS & 0 \\
Setup Fix Bufs, Post-CTS & 0 \\
TritonCTS clock tree & done \\
Clock transition at path regs & 0.03 ns \\
Longest Clk Path Bufs & 3 \\
Number of CTS-inserted buffers & 208 \\
Latency at later pin & 0.79 ns \\
\# clock sinks & 2056 \\
CTS Hold Bufs & 0 \\
Maximum level of the CTS H-tree & 4 \\
Cell at the root of the clock tree & sky130\_fd\_sc\_hd\_\_clkbuf\_16 \\
\multicolumn{2}{l}{\textbf{Power and ir drop}} \\
Maximum ir drop on the vdd rail & 0.0755 mV \\
Power density of the placed cells & between 80 and 90 mW/mm² \\
Switch share & 27.0\% \\
Switching power total & roughly 2.2 mW \\
Clock group share of total power & 51.2\% \\
Logic gate share of total power & under 10\% \\
Internal power component & 5.95 mW \\
P\_leak & 38.1 nW \\
Sequential group share of total power & 45.1\% \\
\multicolumn{2}{l}{\textbf{STA}} \\
Final setup violation count & 0 \\
Final hold violation count & 0 \\
Sum of negative setup slack & 0 ns \\
Post-Route Skew & around 0.034 ns \\
Relative slew slack & 14.9\% \\
Unrepaired setup endpoints after global routing & false \\
Fin. max-slew vios & 0 \\
Worst slew pin tran & $\sim$1.3 ns \\
Worst hold margin & 0.979 ns \\
Worst Setup Slack, final & 3.88 ns \\
\multicolumn{2}{l}{\textbf{Critical path}} \\
Category of the worst setup path capture point & register \\
Critical Path RT & 13.67 ns \\
Data arrival at the endpoint of the critical path & 9.79 ns \\
Critical path start-end classification & primary input to register \\
Startpoint kind of the worst setup timing path & primary input \\
Worst-path maximum fanout & 88 \\
\multicolumn{2}{l}{\textbf{Floorplan}} \\
Placement Rows & about 160 \\
Die Y & 445 µm \\
Chip area & about 0.2 mm² \\
Total core area & 0.195 mm² \\
\# IOs & 26 \\
Die extent in x & 445 µm \\
Floorplan core density & roughly two fifths \\
\multicolumn{2}{l}{\textbf{Run status}} \\
Result of the run & complete, no violations \\
\multicolumn{2}{l}{\textbf{Min path}} \\
Min-delay worst type & register to register \\
\hline
\end{tabular}
-- power by group through the flow --
| stage | Sequential, mW | Clock, mW | Combinational (mW) |
|---|---|---|---|
| 4_1_cts | 3.68 | 4.31 | 0.306 |
| 5_1_grt | 3.67 | 4.70 | 0.323 |
| 6_report | 3.68 | 4.17 | 0.301 |
-- sequential cells by signal (all words and copies together) (netlist names) --
| register | count |
|---|---|
| memoire | 2048 |
| Q | 8 |
-- through the flow --
stage	power, mW	utilization, %
6_report	8.15	49.9
2_1_floorplan	4.34	-
4_1_cts	8.29	49.9
3_5_place_dp	4.49	42.3
5_1_grt	8.69	49.9
3_3_place_gp	4.48	42.3
-- worst max-delay path, stage by stage --
cell	delay [ns]
sky130_fd_sc_hd__buf_8	0.41
sky130_fd_sc_hd__buf_12	0.48
sky130_fd_sc_hd__buf_4	0.63
sky130_fd_sc_hd__buf_4	0.59
sky130_fd_sc_hd__mux4_2	0.41
sky130_fd_sc_hd__a22oi_1	0.34
sky130_fd_sc_hd__a21oi_1	0.15
sky130_fd_sc_hd__o41ai_1	0.98
sky130_fd_sc_hd__buf_4	0.26
sky130_fd_sc_hd__nand4_1	0.07
-- cell families after synthesis --
group,Yosys count,share of synthesized area (%)
AND-OR/OR-AND,416,3.62
flip-flops,2056,78.6
AND/OR/NAND/NOR,330,1.73
buffers and inverters,234,1.38
multiplexers,512,14.7
-- final timing paths --
kind                        start   end  slack [ns]  cells after the start
hold reg to reg   memoire[231][7]  Q[7]        0.98                      5
hold / removal    memoire[231][7]  Q[7]        0.98                      5
setup / recovery          ADDR[1]  Q[0]        3.88                     10
setup reg to reg  memoire[175][0]  Q[0]       23.11                      6
-- cell usage after synthesis --
cell                       number  area, µm²
sky130_fd_sc_hd__nand2_1       28        105
sky130_fd_sc_hd__or2_2          2       12.5
sky130_fd_sc_hd__or3_1          1       6.26
sky130_fd_sc_hd__nor2b_1        7       43.8
sky130_fd_sc_hd__nand4_1        8       50.1
sky130_fd_sc_hd__buf_2         41        205
sky130_fd_sc_hd__buf_4         10       75.1
sky130_fd_sc_hd__nand2b_1       6       37.5
sky130_fd_sc_hd__nand3_1       13       65.1
sky130_fd_sc_hd__buf_6         15        169
sky130_fd_sc_hd__nor3_1        30        150
sky130_fd_sc_hd__o41ai_1       32        280
sky130_fd_sc_hd__nor2_1       232        871
sky130_fd_sc_hd__a21oi_1      128        641
sky130_fd_sc_hd__clkbuf_1     144        541
sky130_fd_sc_hd__mux4_2       512      11500
sky130_fd_sc_hd__and2_1         3       18.8
sky130_fd_sc_hd__dfxtp_1        8        160
sky130_fd_sc_hd__inv_1          2       7.51
sky130_fd_sc_hd__edfxtp_1    2048      61500
sky130_fd_sc_hd__buf_1         22       82.6
sky130_fd_sc_hd__a22oi_1      256       1920
-- cell type report --
cell class	count	area [µm²]	share of cell area, %
repair buffers	210	1800	1.85
inverters	1	3.75	0.00386
flip-flops and latches	2056	61700	63.4
multi-input cells	1258	15800	16.2
clock inverters	2229	9360	9.63
well taps	2624	3280	3.38
clock buffers	212	5310	5.46
diodes	3	7.51	0.00772
-- routing by layer --
layer / routed length [µm] / global-route usage, % / share of wire, % / up-vias
li1: - / - / - / 19600
met1: 67200 / 26.0 / 34 / 21500
met2: 94200 / 30.8 / 48 / 2367
met3: 29900 / 18.2 / 15 / 321
met4: 5150 / 9.11 / 2.6 / 8
met5: 241 / 1.00 / 0.12 / -
Power and IR drop assume default switching activity.
